===== ./run.sh =====
#!/bin/bash
# OpenROAD 26Q1-2900-gdf79404cd8, Yosys 0.63+post, stock flow scripts
make -C /OpenROAD-flow-scripts/flow DESIGN_CONFIG=/design/flow/config.mk WORK_HOME=/design/flow/orfs finish

===== ./config.mk =====
export PLATFORM = sky130hd
export DESIGN_NAME = iir_wishbone
export DESIGN_NICKNAME = iir_wishbone
export VERILOG_FILES = /design/flow/design.v
export SDC_FILE = /design/flow/constraint.sdc
export NUM_CORES = 4
export LEC_CHECK = 1
export CORE_UTILIZATION = 40

===== ./constraint.sdc =====
current_design iir_wishbone

set clk_period 73.6
set clk_io_pct 0.2

create_clock -name clk0 -period $clk_period [get_ports {wb_clk_i}]

set non_clock_inputs [all_inputs -no_clocks]
set_input_delay [expr $clk_period * $clk_io_pct] -clock clk0 $non_clock_inputs
set_output_delay [expr $clk_period * $clk_io_pct] -clock clk0 [all_outputs]

===== ./design.v =====
module iir_sos #(
    parameter DATA_WIDTH = 32,
    parameter COEFF_WIDTH = 32,
    parameter INTERNAL_WIDTH = 64,
    parameter SCALE_SHIFT = 20
) (
    input wire clk,
    input wire rst_n,
    input wire signed [DATA_WIDTH-1:0] x,
    input wire signed [COEFF_WIDTH-1:0] b0, b1, b2, a1, a2,
    output wire signed [DATA_WIDTH-1:0] y
);
    reg signed [INTERNAL_WIDTH-1:0] z1_a, z2_a, z1_b, z2_b;
    wire signed [INTERNAL_WIDTH-1:0] b_out, a_out;
    wire signed [DATA_WIDTH-1:0] z1_b_next, z2_b_next, z1_a_next, z2_a_next;
    assign z1_b_next = x;
    assign z2_b_next = z1_b[DATA_WIDTH-1:0];
    assign b_out = x * b0 + z1_b * b1 + z2_b * b2;
    assign z1_a_next = y;
    assign z2_a_next = z1_a[DATA_WIDTH-1:0];
    assign a_out = b_out - z1_a * a1 - z2_a * a2;
    assign y = a_out >>> SCALE_SHIFT;
    always @(posedge clk or negedge rst_n) begin
        if (!rst_n) begin
            z1_a <= 0;
            z2_a <= 0;
            z1_b <= 0;
            z2_b <= 0;
        end else begin
            z1_a <= {{(INTERNAL_WIDTH-DATA_WIDTH){z1_a_next[DATA_WIDTH-1]}}, z1_a_next};
            z2_a <= {{(INTERNAL_WIDTH-DATA_WIDTH){z2_a_next[DATA_WIDTH-1]}}, z2_a_next};
            z1_b <= {{(INTERNAL_WIDTH-DATA_WIDTH){z1_b_next[DATA_WIDTH-1]}}, z1_b_next};
            z2_b <= {{(INTERNAL_WIDTH-DATA_WIDTH){z2_b_next[DATA_WIDTH-1]}}, z2_b_next};
        end
    end
endmodule
module iir_top #(
    parameter DATA_WIDTH = 32,
    parameter COEFF_WIDTH = 32,
    parameter INTERNAL_WIDTH = 64,
    parameter SCALE_SHIFT = 20
) (
    input wire clk,
    input wire rst_n,
    input wire signed [DATA_WIDTH-1:0] x,
    input wire signed [COEFF_WIDTH-1:0] b0_s1, b1_s1, b2_s1, a1_s1, a2_s1,
    input wire signed [COEFF_WIDTH-1:0] b0_s2, b1_s2, b2_s2, a1_s2, a2_s2,
    input wire signed [COEFF_WIDTH-1:0] b0_s3, b1_s3, b2_s3, a1_s3, a2_s3,
    output wire signed [DATA_WIDTH-1:0] y
);
    wire signed [DATA_WIDTH-1:0] s1_s2, s2_s3;
    iir_sos #(
        .DATA_WIDTH(DATA_WIDTH),
        .COEFF_WIDTH(COEFF_WIDTH),
        .INTERNAL_WIDTH(INTERNAL_WIDTH),
        .SCALE_SHIFT(SCALE_SHIFT)
    ) sos1 (
        .clk(clk),
        .rst_n(rst_n),
        .x(x),
        .b0(b0_s1),
        .b1(b1_s1),
        .b2(b2_s1),
        .a1(a1_s1),
        .a2(a2_s1),
        .y(s1_s2)
    );
    iir_sos #(
        .DATA_WIDTH(DATA_WIDTH),
        .COEFF_WIDTH(COEFF_WIDTH),
        .INTERNAL_WIDTH(INTERNAL_WIDTH),
        .SCALE_SHIFT(SCALE_SHIFT)
    ) sos2 (
        .clk(clk),
        .rst_n(rst_n),
        .x(s1_s2),
        .b0(b0_s2),
        .b1(b1_s2),
        .b2(b2_s2),
        .a1(a1_s2),
        .a2(a2_s2),
        .y(s2_s3)
    );
    iir_sos #(
        .DATA_WIDTH(DATA_WIDTH),
        .COEFF_WIDTH(COEFF_WIDTH),
        .INTERNAL_WIDTH(INTERNAL_WIDTH),
        .SCALE_SHIFT(SCALE_SHIFT)
    ) sos3 (
        .clk(clk),
        .rst_n(rst_n),
        .x(s2_s3),
        .b0(b0_s3),
        .b1(b1_s3),
        .b2(b2_s3),
        .a1(a1_s3),
        .a2(a2_s3),
        .y(y)
    );
endmodule
module iir_wishbone #(
    parameter DATA_WIDTH = 32,
    parameter COEFF_WIDTH = 32,
    parameter INTERNAL_WIDTH = 64,
    parameter SCALE_SHIFT = 20,
    parameter ADDR_WIDTH = 6
) (
    input wire wb_clk_i,
    input wire wb_rst_i,
    input wire [ADDR_WIDTH-1:0] wb_adr_i,
    input wire [DATA_WIDTH-1:0] wb_dat_i,
    output reg [DATA_WIDTH-1:0] wb_dat_o,
    input wire wb_we_i,
    input wire wb_stb_i,
    input wire wb_cyc_i,
    output reg wb_ack_o
);
    reg signed [COEFF_WIDTH-1:0] b0_s1 = 5509, b1_s1 = 11019, b2_s1 = 5509, a1_s1 = -1998080, a2_s1 = 971584;
    reg signed [COEFF_WIDTH-1:0] b0_s2 = 5180, b1_s2 = 10360, b2_s2 = 5180, a1_s2 = -1878592, a2_s2 = 850752;
    reg signed [COEFF_WIDTH-1:0] b0_s3 = 5007, b1_s3 = 10014, b2_s3 = 5007, a1_s3 = -1815872, a2_s3 = 787328;
    reg signed [DATA_WIDTH-1:0] x_reg;
    wire signed [DATA_WIDTH-1:0] y;
    localparam ADDR_X = 6'h3C;
    localparam ADDR_Y = 6'h40;
    iir_top #(
        .DATA_WIDTH(DATA_WIDTH),
        .COEFF_WIDTH(COEFF_WIDTH),
        .INTERNAL_WIDTH(INTERNAL_WIDTH),
        .SCALE_SHIFT(SCALE_SHIFT)
    ) iir_inst (
        .clk(wb_clk_i),
        .rst_n(~wb_rst_i),
        .x(x_reg),
        .b0_s1(b0_s1), .b1_s1(b1_s1), .b2_s1(b2_s1), .a1_s1(a1_s1), .a2_s1(a2_s1),
        .b0_s2(b0_s2), .b1_s2(b1_s2), .b2_s2(b2_s2), .a1_s2(a1_s2), .a2_s2(a2_s2),
        .b0_s3(b0_s3), .b1_s3(b1_s3), .b2_s3(b2_s3), .a1_s3(a1_s3), .a2_s3(a2_s3),
        .y(y)
    );
    always @(posedge wb_clk_i or posedge wb_rst_i) begin
        if (wb_rst_i) begin
            wb_ack_o <= 0;
            wb_dat_o <= 0;
            x_reg <= 0;
        end else begin
            wb_ack_o <= 0;
            if (wb_cyc_i && wb_stb_i && !wb_ack_o) begin
                wb_ack_o <= 1;
                if (wb_we_i) begin
                    if (wb_adr_i == ADDR_X) begin
                        x_reg <= wb_dat_i;
                    end
                end else begin
                    if (wb_adr_i == ADDR_Y) begin
                        wb_dat_o <= y;
                    end else begin
                        wb_dat_o <= 0;  
                    end
                end
            end
        end
    end
endmodule

==> qor.log <==
qor: cts.clock_latency 0.71 ns
qor: global_routing.grt_pass1_wl 557 mm
qor: sta.finalSetupViolCount 0
qor: floorplan.floorplan.io_pins 76
qor: drt.drt-vias-per-instance 4.79
qor: logic_synthesis.asyncSetResetFlopFracSynth 100%
qor: cts.cts.repair.resized 0
qor: logic_synthesis.netlist_area 136,000 um2
qor: critical_path.end_kind flip-flop
qor: logic_synthesis.synth_area_leader_cell sky130_fd_sc_hd__fa_1
qor: logic_synthesis.synth_area_leaders sky130_fd_sc_hd__fa_1, sky130_fd_sc_hd__ha_1, sky130_fd_sc_hd__inv_1, sky130_fd_sc_hd__dfrtp_1, sky130_fd_sc_hd__xnor2_1
qor: drt.avgRoutedWirePerCell 18.7 um
qor: floorplan.die_area 341,000 um2
qor: logic_synthesis.synthCells 13,800
qor: critical_path.crit_path_max_fanout 9
qor: cts.ctsHtreeMaxLevel 2
qor: cts.cts.reportedPaths.clkPinSlew 0.06 ns
qor: critical_path.timing.critical_path.required 74.19 ns
qor: critical_path.arrival 33.57 ns
qor: critical_path.reg2reg_slack 40.61 ns
qor: floorplan.die_y 584 um
qor: sta.fmax 30.3 MHz
qor: placed_design.portBuffers 75
qor: placed_design.hpwlAfterDp 315 mm
qor: final_layout.layout-drive-gt1-share 2.24%
qor: logic_synthesis.synthMostInstantiatedCell sky130_fd_sc_hd__inv_1
qor: job.warning_count 103
qor: critical_path.crit_top_cell sky130_fd_sc_hd__fa_1
qor: logic_synthesis.post_synth.cell_area_avg 9.84 um2
qor: logic_synthesis.synth_flop_count 321
qor: global_routing.grt-ovfl-total 0
qor: sta.hold_viol_final 0
qor: global_routing.grt_start_max_net_pins 73
qor: logic_synthesis.top_area_share 40.7%
qor: final_layout.syn_to_final_growth 6.70%
qor: min_path.min_from iir_inst.sos1.z1_a[24]
qor: sta.clock_skew 0.0531 ns
qor: logic_synthesis.yosys-stat-cells 13,800
qor: status.outcome complete, no violations
qor: cts.post_cts_hold_buffer_count 0
qor: cts.ctsRootBufferMaster sky130_fd_sc_hd__clkbuf_16
qor: final_layout.finalCoreUtilization 42.9%
qor: cts.tritoncts_buffers 48
qor: sta.grt_setup_unrepaired false
qor: critical_path.rr_worst_depth 122
qor: logic_synthesis.edf_count 0
qor: sta.timing.slew.headroom 33.2%
qor: drt.vias 89,000
qor: logic_synthesis.synth_seq_share 5.92%
qor: logic_synthesis.synth-area-yosys 136,000 um2
qor: drt.drt_pre_antenna_iters 5
qor: floorplan.chipWidth 584 um
qor: critical_path.timing.critical_path.slowest_cell_delay 0.79 ns
qor: sta.timing.final.crit_share 44.8%
qor: logic_synthesis.synth-warning-count 3
qor: cts.tritoncts built
qor: sta.final.min_clock_period 32.99 ns
qor: floorplan.fp-utilization 40.2%
qor: critical_path.worst-path-buf-inv 14
qor: cts.cts_setup_buffers 0
qor: min_path.hp-class flip-flop to flip-flop
qor: global_routing.grt_pass1_vias 94,900
qor: floorplan.cell_row_count 213
qor: critical_path.startpoint_type flip-flop
qor: critical_path.worstSetupPathType flip-flop to flip-flop
qor: sta.finalMaxSlewViolations 0
qor: critical_path.cp_top_family adder cells
qor: drt.postRouteWirelength 347 mm
qor: floorplan.core_area 337,000 um2
qor: min_path.whs_endpoint iir_inst.sos2.z2_b[24]
qor: sta.fin_tns_setup 0 ns
qor: drt.first_iter_violations 4,213
qor: drt.ant_nets 0
qor: drt.remaining_drc_errors 0
qor: critical_path.r2r-start x_reg[8]
qor: final_layout.multiInputGateArea 110,000 um2
qor: cts.clockBufferDepth 3
qor: logic_synthesis.synthFlopType sky130_fd_sc_hd__dfrtp_1
qor: logic_synthesis.yosys-top-cells-count sky130_fd_sc_hd__inv_1, sky130_fd_sc_hd__fa_1, sky130_fd_sc_hd__ha_1
qor: logic_synthesis.yosysUniqueCellTypes 91
qor: critical_path.cpMaxStageDelayCell sky130_fd_sc_hd__xnor2_1
qor: cts.cts_sinks 321
qor: final_layout.fill_count 32,500
qor: placed_design.routabilityCongestion 1.02
qor: min_path.timing.hold.worst_path_depth 0
qor: final_layout.flop_area 8040 um2
qor: placed_design.post_dp_cell_area 143,000 um2
qor: job.max-cap-violations 0
qor: global_routing.grtUsageTotal 22.8%
qor: global_routing.grt_antenna_before_repair 4
qor: final_layout.stdcell_area 145,000 um2
qor: sta.worst_pin_slew 0.976 ns
qor: critical_path.reg2reg_to wb_dat_o[31]
==> cells in the final DEF (no fill, tap or decap), types with 18 or more instances in the layout <==
cell type and instances:
sky130_fd_sc_hd__nand3_1 80, sky130_fd_sc_hd__xnor2_1 468, sky130_fd_sc_hd__nand2b_1 104, sky130_fd_sc_hd__o21bai_1 103
sky130_fd_sc_hd__inv_1 4528, sky130_fd_sc_hd__or3_1 24, sky130_fd_sc_hd__nand4_1 42, sky130_fd_sc_hd__nor3_1 68
sky130_fd_sc_hd__clkdlybuf4s50_1 75, sky130_fd_sc_hd__and4_1 21, sky130_fd_sc_hd__o211ai_1 19, sky130_fd_sc_hd__o21a_1 77
sky130_fd_sc_hd__o31ai_1 18, sky130_fd_sc_hd__a211oi_1 45, sky130_fd_sc_hd__a21oi_1 553, sky130_fd_sc_hd__and3_1 50
sky130_fd_sc_hd__nor2_1 291, sky130_fd_sc_hd__xor2_1 267, sky130_fd_sc_hd__nor2b_1 85, sky130_fd_sc_hd__ha_1 2541
sky130_fd_sc_hd__o21ai_0 300, sky130_fd_sc_hd__buf_4 151, sky130_fd_sc_hd__a21o_1 338, sky130_fd_sc_hd__a31oi_1 44
sky130_fd_sc_hd__fa_1 2758, sky130_fd_sc_hd__dfrtp_1 318, sky130_fd_sc_hd__or2_2 21, sky130_fd_sc_hd__a22o_1 36
sky130_fd_sc_hd__nand2_1 257, sky130_fd_sc_hd__clkbuf_16 49, sky130_fd_sc_hd__and2_1 20
==> worst reg2reg max path, delay by kind of cell (launching register included) <==
family	cells	cell delay [ns]
xor gates and xnor gates	9	2.57
and+or+nand+nor	23	5.06
DFF	1	0.67
AOI/OAI and AO/OA	44	9.45
adders and majority gates	32	14.20
buffers and inverters	14	0.90
==> cell families (layout without fill, tap and decap cells) <==
group,count (synthesis),after routing,share of synthesized area [%]
compound gates,1723,1723,8.18
xor+xnor,741,741,4.83
fa+ha+maj,5299,5299,64.2
buf+inv,4566,4846,12.6
flops,321,321,5.92
mux,27,27,0.221
other cells,0,2,0
simple gates,1105,1105,4.03
==> metal layers <==
| metal | routed length [um] | up-vias | part of all wire (%) | track usage, % |
|---|---|---|---|---|
| li1 | - | 42800 | - | - |
| met1 | 163000 | 43500 | 47 | 36.3 |
| met2 | 137000 | 2587 | 40 | 30.2 |
| met3 | 42000 | 176 | 12 | 11.2 |
| met4 | 4360 | 6 | 1.3 | 2.10 |
| met5 | 177 | - | 0.051 | 0.434 |
==> layout make-up <==
cell class | count | share of cell area, %
Clock buffer | 61 | 0.920
Clock inverter | 27 | 0.218
Multi-Input combinational cell | 8895 | 76.3
Antenna cell | 2 | 0.00346
Tap cell | 4515 | 3.90
Sequential cell | 321 | 5.56
Timing Repair Buffer | 226 | 1.30
Inverter | 4532 | 11.8
==> worst max path at each step <==
| stage | from | to | slack, ns | depth (start not counted) |
|---|---|---|---|---|
| after global routing | x_reg[8] | wb_dat_o[31] | 38.59 | 122 |
| after CTS | x_reg[8] | wb_dat_o[31] | 40.87 | 122 |
| final | x_reg[8] | wb_dat_o[31] | 40.61 | 122 |
==> metrics by stage <==
step | hold slack (ns) | worst slack [ns] | std cells
final | 0.455 | 40.61 | 18600
after global routing | 0.465 | 38.59 | 18600
after CTS | 0.455 | 40.87 | 18600
after detailed placement | 0.440 | 41.00 | 18500
after global placement | 0.447 | 41.37 | 18500
after floorplan | 0.449 | 44.91 | 13800
